File: flow/design.v
module top(
	input clk,
	output spi_data,
	output spi_cs,
	output spi_clk
);
	assign D5 = 1;
	reg ready = 0;
	reg [23:0] divider;
	wire feedback;
	reg [31:0] lfsr;
	assign feedback = lfsr[31] ^ lfsr[30] ^ lfsr[10] ^ lfsr[0];
	always @(posedge clk) begin
		if (ready) begin
			if (divider == 12000000) begin
				divider <= 0;
				lfsr <= {feedback, lfsr[31:1]};
			end else
				divider <= divider + 1;
		end else begin
			ready <= 1;
			lfsr <= 1;
			divider <= 0;
		end
	end
	wire [63:0] segment_bits;
	hexfont #(.SIZE(32)) font (.in(lfsr),.out(segment_bits));
	max7219 #( .CLOCK_DIVIDER(16), .SIZE(64) )
		seven_segment_driver ( .clock(clk), .in_data(segment_bits),
			.out_data(spi_data), .out_clock(spi_clk), .out_load(spi_cs));
endmodule  
module hexfont
#( SIZE=64 )
( input wire [SIZE-1:0] in, output wire [(SIZE*2)-1:0] out );
	localparam DIGITS = SIZE / 4;
	genvar i;
	generate
		for (i = 0; i < DIGITS; i++) begin
			always_comb begin
				case(in[(i+1)*4-1:i*4])
					4'h00: out[(i+1)*8-1:i*8] = 8'b01111110;
					4'h01: out[(i+1)*8-1:i*8] = 8'b00110000;
					4'h02: out[(i+1)*8-1:i*8] = 8'b01101101;
					4'h03: out[(i+1)*8-1:i*8] = 8'b01111001;
					4'h04: out[(i+1)*8-1:i*8] = 8'b00110011;
					4'h05: out[(i+1)*8-1:i*8] = 8'b01011011;
					4'h06: out[(i+1)*8-1:i*8] = 8'b01011111;
					4'h07: out[(i+1)*8-1:i*8] = 8'b01110000;
					4'h08: out[(i+1)*8-1:i*8] = 8'b01111111;
					4'h09: out[(i+1)*8-1:i*8] = 8'b01111011;
					4'h0a: out[(i+1)*8-1:i*8] = 8'b01110111;
					4'h0b: out[(i+1)*8-1:i*8] = 8'b00011111;
					4'h0c: out[(i+1)*8-1:i*8] = 8'b00001101;
					4'h0d: out[(i+1)*8-1:i*8] = 8'b00111101;
					4'h0e: out[(i+1)*8-1:i*8] = 8'b01001111;
					4'h0f: out[(i+1)*8-1:i*8] = 8'b01000111;
					default: out[(i+1)*8-1:i*8] = 8'b10000000;  
				endcase
			end
		end
	endgenerate
endmodule
module max7219
#(
	CLOCK_DIVIDER=2,
	SIZE=64
)
(
	input wire clock,
	input wire [SIZE-1:0] in_data,
	output wire out_data,
	output wire out_clock,
	output wire out_load
);
	wire [15:0] inner_data;
	wire inner_valid;
	wire inner_ack;
	max7219_controller #(.INPUT_SIZE(64), .OUTPUT_SIZE(16))
		control(
			.clock(clock),
			.in_data(in_data),
			.out_data(inner_data),
			.out_valid(inner_valid),
			.out_ack(inner_ack)
		);
	max7219_shift #(.CLOCK_DIVIDER(CLOCK_DIVIDER), .SIZE(16))
		shift(
			.clock(clock),
			.in_data(inner_data),
			.in_valid(inner_valid),
			.in_ack(inner_ack),
			.out_data(out_data),
			.out_clock(out_clock),
			.out_load(out_load)
		);
endmodule
module max7219_controller
#(
	INPUT_SIZE=64,
	OUTPUT_SIZE=16
)
(
	input wire clock,
	input wire [INPUT_SIZE-1:0] in_data,
	output wire [OUTPUT_SIZE-1:0] out_data,
	output wire out_valid,
	input wire out_ack
);
	assign out_valid = 1;
	wire [7:0] reg_value;
	reg [3:0] reg_index = 4'h0c;
	assign out_data = {4'b0000, reg_index, reg_value};
	always_comb begin
		case(reg_index)
			4'h00: reg_value = 0;                
			4'h01: reg_value = in_data[07:00];   
			4'h02: reg_value = in_data[15:08];   
			4'h03: reg_value = in_data[23:16];   
			4'h04: reg_value = in_data[31:24];   
			4'h05: reg_value = in_data[39:32];   
			4'h06: reg_value = in_data[47:40];   
			4'h07: reg_value = in_data[55:48];   
			4'h08: reg_value = in_data[63:56];   
			4'h09: reg_value = 0;   
			4'h0a: reg_value = 15;  
			4'h0b: reg_value = 7;   
			4'h0c: reg_value = 1;   
			4'h0d: reg_value = 0;   
			4'h0e: reg_value = 0;   
			4'h0f: reg_value = 0;   
		endcase
	end
	always @ (posedge clock) begin
		if (out_ack) begin
			if (reg_index == 4'h01) begin
				reg_index <= 4'h08;
			end else begin
				reg_index <= reg_index - 1;
			end
		end
	end
endmodule
module max7219_shift
#(
	CLOCK_DIVIDER=2,
	SIZE=16
)
(
	input wire clock,
	input wire [SIZE-1:0] in_data,
	input wire in_valid,
	output wire in_ack,
	output wire out_data,
	output wire out_clock,
	output wire out_load
);
	localparam DIVIDER_BITS = $clog2(CLOCK_DIVIDER);
	reg out_clock_state = 0;
	reg [SIZE-1:0] data = 0;
	reg [$clog2(SIZE+1)-1:0] remaining_bits = 0;
	reg out_load_reg = 0;
	reg out_was_loaded = 1;
	assign out_clock = out_clock_state;
	assign out_data = data[SIZE-1];
	assign out_load = out_load_reg;
	reg in_ack_reg = 0;
	assign in_ack = in_ack_reg;
	reg [DIVIDER_BITS-1:0] divider = 0;
	always @ (posedge clock) begin
		if (divider[DIVIDER_BITS-1]) begin
			if (out_clock_state) begin  
				if (remaining_bits > 0) begin
					data <= {data[SIZE-2:0], 1'b0};
					remaining_bits <= remaining_bits - 1;
					out_was_loaded <= 0;
				end else begin
					if (!out_was_loaded) begin
						out_load_reg <= 1;
						out_was_loaded <= 1;
					end
					if (in_valid) begin
						data <= in_data;
						remaining_bits <= SIZE-1;
						in_ack_reg <= 1;
					end else begin
						data <= {data[SIZE-2:0], 1'b0};
					end
				end
			end else begin
				out_load_reg <= 0;
			end
			out_clock_state <= !out_clock_state;
			divider <= 1;
		end else begin
			divider <= divider + 1;
		end
		if (in_ack_reg) begin
			in_ack_reg <= 0;
		end
	end
endmodule
File: flow/run.sh
#!/bin/bash
# OpenROAD 26Q1-2900-gdf79404cd8, Yosys 0.63+post, stock flow scripts
make -C /OpenROAD-flow-scripts/flow DESIGN_CONFIG=/design/flow/config.mk WORK_HOME=/design/flow/orfs finish
File: flow/config.mk
export PLATFORM = sky130hd
export DESIGN_NAME = top
export DESIGN_NICKNAME = top
export VERILOG_FILES = /design/flow/design.v
export SDC_FILE = /design/flow/constraint.sdc
export NUM_CORES = 4
export LEC_CHECK = 1
export CORE_UTILIZATION = 30
File: flow/constraint.sdc
current_design top

set clk_period 9.1
set clk_io_pct 0.2

create_clock -name clk0 -period $clk_period [get_ports {clk}]

set non_clock_inputs [all_inputs -no_clocks]
set_input_delay [expr $clk_period * $clk_io_pct] -clock clk0 $non_clock_inputs
set_output_delay [expr $clk_period * $clk_io_pct] -clock clk0 [all_outputs]
==> impl_metrics.tcl <==
# implementation run metrics
set metrics [dict create \
    cts_resized 0 \
    required_ns 9.46 \
    async_flop_share_pct 0 \
    grt_pass1_wl_um 29900 \
    cts_buffer_depth 2 \
    core_mm2 0.0261 \
    yosys_area_mm2 0.00799 \
    fp_util_pct 30.6 \
    clock_latency_ns 0.42 \
    fp-row-count 59 \
    cp.depth 14 \
    hold_class "flop to flop" \
    top_cells_by_area "dfxtp_1 30%, edfxtp_1 11%, ha_1 10%" \
    wl_per_cell_um 14.7 \
    seq_power_share_pct 46.4 \
    worst_pin_slew_ns 0.802 \
    path_clk_slew_ns 0.06 \
    comb_power_share_pct 0.9 \
    hold_viol 0 \
    largest_reg_flops 56 \
    common_cells "118 x dfxtp_1, 84 x nand2_1, 80 x nor2_1" \
    grt_antenna_before_repair 1 \
    overflow 0 \
    crit_type "flop to flop" \
    p_sw_w 0.000279 \
    wl_um 18200 \
    ff_type "dfxtp_1" \
    crit_buf_inv 4 \
    finalClockPeriodUsage_pct 37.4 \
    critPathLaunchType "flop" \
    tool_warnings 77 \
    synth_cells 913 \
    drtIter0Drc 484 \
    drc 0 \
    grt_pass1_vias 5835 \
    finalClockSkew_ns 0.00906 \
    crit_path_cell_trace "inv_1 > ha_1 > nor4bb_1 > and4_1 > buf_4 > nand2_1 > buf_4 > nand2_1 > a21oi_1 > inv_1 > ha_1 > mux2i_1 > a222oi_1 > nand2b_1" \
    ir_drop_uv 196 \
    setup_violations 0 \
    dieArea_mm2 0.0273 \
    grt_max_degree 47 \
    die_x_um 165 \
    cts_root_buf "clkbuf_16" \
    crit_fanout 23 \
    switching_share_pct 19.7 \
    place_inst 1206 \
    p_clk_share_pct 52.8 \
    ys_types 63 \
    syn_avg_cell_area_um2 8.75 \
    worst_path_largest_cell_delay_ns 0.39 \
    ys_ff 146 \
    cts_sinks 146 \
    yosysCellCount 913 \
    syn-cell-area_mm2 0.00799 \
    power_density_mw_per_mm2 159 \
    relSlewSlack_pct 46.5 \
    leakage_nw 3.28 \
    drt_first_pass_iters 7 \
    top_area_share_pct 29.6 \
    h-tree-depth 4 \
    top_cell "dfxtp_1" \
    path_delay_family "simple AND/OR/NAND/NOR gates" \
    fin_tns_setup_ns 0 \
    rsz0062_at_grt "false" \
    drive_gt1_share_pct 6.31 \
    drv_slew 0 \
    syn_to_final_growth_pct 11.7 \
    gp_congestion 0.864 \
    rr_worst_depth 14 \
    pin_count 4 \
    dp.final_hpwl_um 12300 \
    cts_tree "built" \
    fmaxAchievable_ghz 0.294 \
    outcome "complete, no violations" \
    io_buffer_count 3 \
    ys_seq_share_pct 40.1 \
    cts_setup_buffers 0 \
    ys_warn_count 157 \
    cap_violations 0 \
    routed_via_density 5.13 \
    synth_top_cell_by_area "dfxtp_1" \
    die_y_um 165 \
    hold_buffers 0 \
    fin_crit_ns 3.40 \
    grt_use_total_pct 14.1 \
    cp.arrival_ns 3.76 \
    cts_buffers 17 \
    ant_nets 0 \
    critPathCaptureType "flop" \
    crit_slowest_cell "dfxtp_1" \
    final_cells 1239 \
    vias 6359 \
    p_int_w 0.00114 \
    holdPathStages 1 \
    edf_count 28 \
]
-- metal layers --
metal / track usage (%) / wire length [um] / up-vias
met1: 21.4 / 8850 / 2949
met4: 1.63 / 187 / 0
li1: - / - / 3198
met2: 21.8 / 8140 / 195
met3: 2.44 / 1010 / 17
met5: 0 / 0 / -
-- area by class of cell --
cell class,count,area (um^2)
fill,2562,17100
multi-input combinational,651,4340
sequential,146,3200
clock buffer,22,475
tap,335,419
inverter,63,236
clock inverter,10,156
timing repair buffer,11,90.1
antenna,1,2.50
-- cell usage in the layout, fill, tap and decap left out, types with 4 or more instances in the layout --
master	n
a22oi_1	20
bufinv_16	4
buf_4	8
a222oi_1	7
clkinv_2	4
a21oi_1	63
nor2_1	79
xor2_1	14
o22ai_1	12
nor4_1	7
a311oi_1	5
ha_1	64
nand3_1	37
a211o_1	7
xnor2_1	12
nor3b_1	4
and2_1	10
a21o_1	6
mux2i_1	26
o21ai_0	44
mux2_2	7
inv_1	61
o211ai_1	5
o2111a_1	6
nor2b_1	10
nand2_1	84
dfxtp_1	118
o2bb2ai_1	10
nor3_1	15
edfxtp_1	28
a31oi_1	11
clkbuf_16	18
a221oi_1	9
o21ai_1	6
o31ai_1	11
nand4_1	5
nand2b_1	10
nand3b_1	4
-- stage by stage --
stage	util (%)	hold slack (ns)	total power, W	cell area (um^2)	worst slack (ns)
6_report	34.2	0.442	0.00142	8920	5.70
5_1_grt	34.2	0.463	0.00147	8920	5.34
4_1_cts	34.2	0.441	0.00143	8920	5.70
3_5_place_dp	31.8	0.424	0.000686	8280	5.75
3_3_place_gp	31.8	0.413	0.000685	8280	5.87
2_1_floorplan	-	0.396	0.000682	7990	6.17
-- power by group through the flow --
stage	logic [W]	registers, W	clock network, W
CTS	0.0000124	0.000659	0.000762
global route	0.0000138	0.000659	0.000795
finish	0.0000122	0.000659	0.000750
-- final timing paths --
| check | to | slack, ns | startpoint |
|---|---|---|---|
| min | seven_segment_driver.shift.divider[0]$_SDFF_PP1_ | 0.44 | seven_segment_driver.shift.divider[0]$_SDFF_PP1_ |
| min reg2reg | seven_segment_driver.shift.divider[0]$_SDFF_PP1_ | 0.44 | seven_segment_driver.shift.divider[0]$_SDFF_PP1_ |
| max reg2reg | seven_segment_driver.control.in_data[37]$_DFF_P_ | 5.70 | divider[0]$_SDFF_PP0_ |
| max | seven_segment_driver.control.in_data[37]$_DFF_P_ | 5.70 | divider[0]$_SDFF_PP0_ |
-- kinds of logic (layout without fill, tap and decap cells) --
logic type	count (synthesis)	count (layout)	share of synthesized area, %
buffers and inverters	116	106	5.72
multiplexers	34	34	4.39
XOR/XNOR	26	26	2.85
other	1	2	0.0470
AND-OR/OR-AND	244	244	20.4
AND/OR/NAND/NOR	282	282	16.5
flip-flops	146	146	40.1
adder cells (fa/ha/maj)	64	64	10.0
Power figures rest on the tool's default switching activity, not on a simulated workload.
